`./config.mk`:
```
export PLATFORM = sky130hd
export DESIGN_NAME = registerFile
export DESIGN_NICKNAME = registerFile
export VERILOG_FILES = /design/flow/design.v
export SDC_FILE = /design/flow/constraint.sdc
export NUM_CORES = 4
export LEC_CHECK = 1
export CORE_UTILIZATION = 50
```
`./constraint.sdc`:
```
current_design registerFile

set clk_period 10.9
set clk_io_pct 0.2

create_clock -name clk0 -period $clk_period [get_ports {writeClock}]

set non_clock_inputs [all_inputs -no_clocks]
set_input_delay [expr $clk_period * $clk_io_pct] -clock clk0 $non_clock_inputs
set_output_delay [expr $clk_period * $clk_io_pct] -clock clk0 [all_outputs]
```
`./design.v`:
```
module registerFile(
  writeClock,
  writeMoveEnable,
  writeAddr,
  readMoveAddr1,
  readMoveAddr2,
  writeData,
  readMoveData1,
  readMoveData2
);
parameter DATA_WIDTH = 32;
parameter RFILE_ADDR_WIDTH = 5;
parameter RAM_DEPTH = 1 << RFILE_ADDR_WIDTH;
input writeClock;
input [1:0] writeMoveEnable;
input [RFILE_ADDR_WIDTH-1:0] writeAddr;
input [RFILE_ADDR_WIDTH-1:0] readMoveAddr1;
input [RFILE_ADDR_WIDTH-1:0] readMoveAddr2;
input [DATA_WIDTH-1:0] writeData;
output reg [DATA_WIDTH-1:0] readMoveData1;
output reg [DATA_WIDTH-1:0] readMoveData2;
reg [DATA_WIDTH-1:0] registerFile [0:RAM_DEPTH-1];
localparam [1:0] READ_ONLY = 2'b00;
localparam [1:0] WRITE = 2'b01;
localparam [1:0] MOVE  = 2'b10;
always @ (negedge writeClock) begin
  if (writeMoveEnable == WRITE)
    registerFile[writeAddr] <= writeData;
  else if (writeMoveEnable == MOVE)
    registerFile[readMoveAddr1] <= registerFile[readMoveAddr2];
end
always @ (readMoveAddr1 or readMoveAddr2) begin
    readMoveData1 = registerFile[readMoveAddr1];
    readMoveData2 = registerFile[readMoveAddr2];
end
endmodule
```
`./run.sh`:
```
#!/bin/bash
# OpenROAD 26Q1-2900-gdf79404cd8, Yosys 0.63+post, stock flow scripts
make -C /OpenROAD-flow-scripts/flow DESIGN_CONFIG=/design/flow/config.mk WORK_HOME=/design/flow/orfs finish
```
==> flow_metrics.py <==
# Physical implementation metrics
metrics = {
    "outcome": {
        "status": "complete, no violations",
    },
    "yosys": {
        "syn_inst": 2626,
        "edf_count": 1024,
        "synth_top_area_share_pct": 64.2,
        "synth_flops": 1024,
        "ys_seq_share_pct": 64.2,
        "avgSynthCellArea_sq_um": 18.3,
        "ys_chip_area_sq_um": 47900,
        "async_flop_share_pct": 0,
        "synthFlopType": "edfxtp_1",
        "yosysUniqueCellTypes": 28,
        "topCellsByArea": "edfxtp_1 (64%), mux4_2 (15%), mux2i_1 (11%)",
        "ys_cells": 2626,
        "top_area_cell": "edfxtp_1",
        "syn_area_sq_um": 47900,
        "yosysWarnings": 1,
    },
    "clock_tree": {
        "cts_setup_buffers": 0,
        "htree_levels": 3,
        "clkSinkCount": 1024,
        "root_buffer": "clkbuf_16",
        "cts_resized": 0,
        "clkTransAtPathRegs_ns": 0.03,
        "cts_tree": "built",
        "numCtsBuffers": 113,
        "clk_path_buf_depth": 3,
        "clk_latency_ns": 0.71,
        "cts_hold_buffers": 0,
    },
    "sta": {
        "setup_slack_ns": 0.312,
        "final-hold-violation-count": 0,
        "max-slew-margin-rel_pct": 44.5,
        "rsz0062_at_grt": "false",
        "tightest_slew_ns": 0.833,
        "setup_violations": 0,
        "drv_slew": 0,
        "fin_skew_ns": 0.0247,
        "setup_tns_ns": 0,
    },
    "setup_path": {
        "arrival_ns": 8.41,
        "cpMostUsedCell": "mux4_2",
        "cp_top_family": "multiplexers",
        "critical_path_class": "register to output port",
        "startpoint_type": "register",
        "max_stage_delay_ns": 0.54,
        "cp-end-kind": "output port",
        "slowest_stage": "mux4_2",
        "crit_chain": "mux4_2 > mux4_2 > mux2_2 > clkdlybuf4s50_1",
        "crit_buf_inv": 1,
        "worstPathRequired_ns": 8.72,
        "critPathMaxFanout": 2,
    },
    "place": {
        "dp_slack_ns": 0.200,
        "hpwl_microns": 83700,
        "gp_congestion": 0.880,
        "numPlacedInstances": 3950,
        "numPortBuffers": 113,
    },
    "run": {
        "cap_violations": 0,
        "warnings": 1027,
    },
    "hold_path": {
        "min-delay-path-class": "register to register",
    },
    "grt": {
        "antenna_found_initial": 5,
        "grt_max_degree": 74,
        "grt-ovfl-total": 0,
        "grt_pass1_vias": 36000,
        "track_usage_pct": 35.7,
        "grt_pass1_wl_microns": 220000,
    },
    "cells_and_area": {
        "final_layout_size_suffix_gt1_share_pct": 19.7,
        "largest_register_ffs": 1024,
        "comb_area_sq_um": 16500,
        "stdcell_count": 5188,
        "largestRegisters": "registerFile (1024)",
        "largest-register": "registerFile",
        "area_growth_pct": 24.4,
        "seqCellArea_sq_um": 30700,
        "layout_top_cell": "inv_1",
        "mostFrequentLayoutCells": "inv_1 (1058), edfxtp_1 (1024), mux2i_1 (513)",
        "fill_cells": 6483,
    },
    "die": {
        "core_sq_um": 95000,
        "fp-utilization_pct": 50.4,
        "rows": 113,
        "ios": 114,
        "die_area_sq_um": 97100,
        "chipHeight_microns": 312,
        "die_width_microns": 312,
    },
    "detailed_routing": {
        "vias_per_cell": 6.04,
        "vias": 31300,
        "drc": 0,
        "postRouteAntennaNets": 0,
        "drt-total-wl_microns": 152000,
        "firstDrtPassIters": 5,
        "first_iter_violations": 1780,
        "avgRoutedWirePerCell_microns": 29.3,
    },
    "power_and_ir_drop": {
        "clockPowerShare_pct": 49.9,
        "swShare_pct": 28.0,
        "combPwrFrac_pct": 8.2,
        "switchingPower_mw": 3.00,
        "powerDensity_nw_per_um2": 180,
        "power_leakage_nw": 24.2,
        "peakVddDrop_uv": 167,
        "pwr-share-seq_pct": 41.9,
        "power.internal_mw": 7.71,
    },
}
## power groups by stage
stage	sequential [mW]	clock, mW	combinational [mW]
4_1_cts	4.49	5.49	0.878
5_1_grt	4.48	5.92	0.932
6_report	4.49	5.34	0.880
## through the flow
stage / total power, mW / util [%] / hold slack [ns] / instance area, sq um
after floorplan: 5.58 / - / 1.29 / 47900
after global placement: 5.95 / 54.6 / 1.44 / 51900
after detailed placement: 5.96 / 54.6 / 1.44 / 51900
after CTS: 10.9 / 62.8 / 1.44 / 59600
after global routing: 11.3 / 62.8 / 1.55 / 59600
final: 10.7 / 62.8 / 1.46 / 59600
## per-layer routing
metal | global-route usage [%] | routed length (microns)
met2 | 48.1 | 70800
met4 | 14.0 | 4780
met5 | 2.82 | 359
met1 | 39.5 | 45900
met3 | 33.2 | 30400
## worst min-delay path: cells and delay by family (launching register included)
family / cells / cell delay (ns)
compound gates: 2 / 0.25
mux: 2 / 0.24
buf+inv: 2 / 0.33
flops: 1 / 0.32
simple gates: 1 / 0.19
## kinds of logic (layout without fill, tap and decap cells)
group,after synthesis,after routing,synth area share (%)
other cells,0,2,0
simple gates,96,96,1.01
mux,898,898,27.3
flops,1024,1024,64.2
fa+ha+maj,1,1,0.0261
compound gates,392,392,5.45
buf+inv,215,1510,2.08
## final cells by class
cell class,count,area share (%)
antenna,2,0.00839
clock buffer,115,4.83
clock inverter,1122,8.13
inverter,3,0.0189
multi-input combinational,1387,27.6
sequential,1024,51.6
tap,1265,2.65
timing repair buffer,270,5.17
## synth_stat cells (2+ instances only)
cell type  count
buf_4         26
nor2b_1        2
nor4_1        32
buf_2         60
mux2i_1      513
nand3_1        2
mux2_2        65
nand2b_1       4
inv_1          4
or2_2          3
buf_1         14
nor2_1        36
mux4_2       320
a22oi_1      256
nand2_1       11
o31ai_1        2
buf_6          2
a21oi_1      129
edfxtp_1    1024
o21ai_0        3
clkbuf_1     109
nand3b_1       3
## final timing paths
path                                       start                             end  slack (ns)  cells after the start
setup / recovery  registerFile[31][28]$_DFFE_NP_               readMoveData1[28]        0.31                      4
setup reg to reg  registerFile[19][21]$_DFFE_NP_  registerFile[26][21]$_DFFE_NP_        8.51                      5
hold reg to reg   registerFile[12][22]$_DFFE_NP_  registerFile[26][22]$_DFFE_NP_        1.46                      7
hold / removal    registerFile[12][22]$_DFFE_NP_  registerFile[26][22]$_DFFE_NP_        1.46                      7
Power is estimated from default activity; no workload was simulated.
